**flow/design.v**
```verilog
`timescale 1ns / 1ns
module ALU(
    input [1:0] aluOp,
    input [23:0] data1,
    input [23:0] data2,
    output reg [23:0] data_out,
    output reg zero
    );
    always @* begin
        case (aluOp)
            2'b00 : data_out = data1 + data2;  
            2'b01 : data_out = data1 - data2;  
            2'b10 : data_out = data1 < data2;  
        endcase
        zero = (data_out == 0);  
    end
endmodule
`timescale 1ns / 1ps
module instruction_register(
    input [7:0] instruction,
    input [2:0] ir_write,
    input clk,
    output reg [4:0] opcode,
    output reg [4:0] Rs,
    output reg [4:0] Rt,
    output reg [4:0] Rd,
    output reg [7:0] imm
    );
    always @(posedge clk) begin
        if(ir_write) begin
            case (ir_write)
                3'b001: begin
                    opcode[4:1] = instruction[3:0];
                end
                3'b010: begin
                    opcode[0] = instruction[7];  
                    Rs = instruction[6:2]; 
                    Rt[4:3] = instruction[1:0];
                end
                3'b011: begin
                    Rt[2:0] = instruction[7:5];
                    Rd = instruction[4:0];
                end
                3'b100: begin
                    imm = instruction;
                end
            endcase
        end
     end
endmodule
`timescale 1ns / 1ps
module PC(
    input clk,
    input pc_write,
    input reset,
    input pc_write_cond,
    input zero,
    input [23:0] pcshift,
    output reg [10:0] pcresult
    );
    wire pc_enable;
    assign pc_enable = pc_write || (pc_write_cond && zero);
    initial begin
        pcresult = 11'b10000000000;
    end
    always @(posedge clk) begin
        if(reset)
            pcresult = 11'b10000000000;
        else
            if(pc_enable)
                pcresult = pcresult + 1;
    end
endmodule
`timescale 1ns / 1ps
module control(
    input [4:0] opcode,
    input clk,
    input reset,
    output reg memread,
    output reg memwrite,
    output reg data_not_instr,
    output reg [2:0] ir_write,
    output reg aluSrcA,
    output reg [1:0] aluSrcB,
    output reg mem_to_reg,
    output reg pc_write,
    output reg pc_write_cond,
    output reg [1:0] pc_source,
    output reg [1:0] aluOp,
    output reg reg_dest,
    output reg reg_write
    );
    parameter STATE_IF0 = 1;
    parameter STATE_IF1 = 2;
    parameter STATE_IF2 = 3;
    parameter STATE_IF3 = 4;
    parameter STATE_ID = 5;
    parameter STATE_MEM_ADDR_COMP = 6;
    parameter STATE_MEM_ACC_LOAD = 7;
    parameter STATE_WRITE_BACK = 8;
    parameter STATE_MEM_ACC_STORE = 9;
    parameter STATE_EXEC = 10;
    parameter STATE_R_COMP = 11;
    parameter STATE_BRANCH_COMP = 12;
    parameter STATE_START = STATE_IF0;
    reg [4:0] state;
    reg [4:0] next_state;
    always @(posedge clk) begin
        ir_write = next_ir_write;
        if(reset) begin
                state = STATE_START;
                memread = 0;
                memwrite = 0;
                data_not_instr = 0;
                ir_write = 0;
                aluSrcA = 0;
                aluSrcB = 2'b00;
                mem_to_reg = 0;
                pc_write = 0;
                pc_write_cond = 0;
                pc_source = 2'b00;
                aluOp = 2'b00;
                reg_dest = 0;
            end
        else  
            state <= next_state;
        case(state)
            STATE_IF0: begin
                         ir_write = 3'b001;
                         next_state = STATE_IF1;
                         memread = 1;
                         aluSrcA = 0;
                         data_not_instr = 0;
                         ir_write = 3'b001;
                         aluSrcB = 2'b01;
                         aluOp = 2'b00;
                         pc_write = 1;
                         pc_source = 2'b00;
                      end   
            STATE_IF1: begin
                         next_state = STATE_IF2;
                         ir_write = 3'b010;
                         memread = 1;
                         aluSrcA = 0;
                         data_not_instr = 0;
                         ir_write = 3'b010;
                         aluSrcB = 2'b01;
                         aluOp = 2'b00;
                         pc_write = 1;
                         pc_source = 2'b00;
                      end
            STATE_IF2: begin
                         next_state = STATE_IF3;
                         ir_write = 3'b011;
                         memread = 1;
                         aluSrcA = 0;
                         data_not_instr = 0;
                         aluSrcB = 2'b01;
                         aluOp = 2'b00;
                         pc_write = 1;
                         pc_source = 2'b00;
                       end
            STATE_IF3: begin
                         next_state = STATE_ID;
                         memread = 1;
                         aluSrcA = 0;
                         data_not_instr = 0;
                         ir_write = 3'b100;
                         aluSrcB = 2'b01;
                         aluOp = 2'b00;
                         pc_write = 1;
                         pc_source = 2'b00;  
                       end
            STATE_ID: begin
                        aluSrcA = 0;
                        aluSrcB = 2'b11;
                        aluOp = 2'b00; 
                        ir_write = 0;
                        case (opcode)
                            5'b00000: next_state = STATE_EXEC;
                            5'b00010: next_state = STATE_MEM_ADDR_COMP;
                            5'b00011: next_state = STATE_MEM_ADDR_COMP;
                            5'b00100: next_state = STATE_MEM_ADDR_COMP;
                            5'b00101: next_state = STATE_BRANCH_COMP;
                            5'b00110: next_state = STATE_EXEC;
                        endcase
                      end
            STATE_MEM_ADDR_COMP: begin
                                    aluSrcA = 1;
                                    aluSrcB = 2'b10;
                                    aluOp = 2'b00;
                                    if(opcode == 5'b00010)
                                        next_state = STATE_MEM_ACC_STORE;
                                    else
                                        next_state = STATE_MEM_ACC_LOAD;
                                 end
            STATE_MEM_ACC_LOAD: begin
                                    next_state = STATE_WRITE_BACK;
                                    memread = 1;
                                    data_not_instr = 1;
                                end
            STATE_WRITE_BACK: begin
                                    next_state = STATE_START;
                                    reg_dest = 0;
                                    reg_write = 1;
                                    mem_to_reg = 1;
                              end
            STATE_MEM_ACC_STORE: begin
                                    next_state = STATE_START;
                                    memwrite = 1;
                                    data_not_instr = 1;
                                 end
            STATE_EXEC: begin
                            next_state = STATE_R_COMP;
                            aluSrcA = 1;
                            aluSrcB = 2'b00;
                            case(opcode)
                                5'b00000: aluOp = 01;
                                5'b00110: aluOp = 10;
                             endcase
                        end
            STATE_R_COMP: begin
                              next_state = STATE_START;
                              reg_dest = 1;
                              reg_write = 1;
                              mem_to_reg = 0;
                          end
            STATE_BRANCH_COMP: begin
                                    next_state = STATE_START;
                                    aluSrcA = 1;
                                    aluSrcB = 2'b00;
                                    aluOp = 2'b11;
                                    pc_write_cond = 1;
                                    pc_source = 2'b01;
                               end
         endcase
       end
endmodule
`timescale 1ns / 1ps
module datapath(
    input clk, reset,
    input [23:0] memdata,
    input aluSrcA, mem_to_reg, data_not_instr, pc_write, pc_write_cond, reg_write, reg_dst,
    input [1:0] pc_source, aluSrcB, aluOp,
    input [2:0] ir_write,
    output zero,
    output [10:0] address,
    output [23:0] writedata,
    output [4:0] opcode
    );
    wire [4:0] writeaddress, Rs, Rt, Rd;
    wire [10:0] pcresult, ws;
    wire [23:0] aluout, md, pcshift, wd, aout, signextended, alusrc1, alusrc2, readdata1, readdata2;
    wire [7:0] imm;
    mux2to1 regmux(Rt, Rd, reg_dst, writeaddress);
    PC pc(clk, pc_write, reset, pc_write_cond, zero, pcshift, pcresult);
    instruction_register ireg(memdata[7:0], ir_write, clk, opcode, Rs, Rt, Rd, imm);
    mem_reg memreg(clk, memdata, md);
    mem_reg areg(clk, readdata1, aout);
    mem_reg breg(clk, readdata2, writedata);
    mux2to1 addressmux(pcresult, aluOut, data_not_instr, address);
    mux2to1 alusrc1mux(pcresult, aout, aluSrcA, alusrc1);
    signextend se(imm, signextended);
    mux4to1 alusrc2mux(bout, 24'b100, signextended, signextended << 2, aluSrcB, alusrc2);
    mux4to1 pcmux(aluout, aluout, 24'b0, 24'b0, pc_source, pcshift);
    mux2to1 writedatamux(aluout, md, mem_to_reg, wd);
    regfile rf(Rs, Rt, writeaddress, wd, clk, reg_write, readdata1, readdata2);
    ALU alu(aluOp, alusrc1, alusrc2, aluout, zero);
endmodule
`timescale 1ns / 1ps
module mem_reg(
    input clk,
    input [23:0] memdata,
    output reg [23:0] data
    );
    always @(posedge clk)
        data <= memdata;
endmodule
`timescale 1ns / 1ps
module mux2to1(
    input [23:0] d0,
    input [23:0] d1,
    input s,
    output [23:0] y
    );
    assign y = s ? d1 : d0;
endmodule
`timescale 1ns / 1ps
module mux4to1(
    input [23:0] d0,
    input [23:0] d1,
    input [23:0] d2,
    input [23:0] d3,
    input [1:0] s,
    output reg [23:0] y
    );
    always @(*) begin
        case(s)
            2'b00: y <= d0;
            2'b01: y <= d1;
            2'b10: y <= d2;
            2'b11: y <= d3;
        endcase
    end
endmodule
`timescale 1ns / 1ps
module processor(
    input clk, reset,
    input [23:0] memdata,
    output memread, memwrite,
    output [23:0] writedata,
    output [10:0] address
    );
    wire [4:0] opcode;
    wire zero, aluSrcA, memtoreg, data_not_instr, PC_enable, reg_write, reg_dest;
    wire [1:0] aluOp, pc_source, aluSrcB;
    wire [2:0] ir_write;
    datapath dp(clk, reset, memdata, aluSrcA, mem_to_reg, data_not_instr, pc_write, pc_write_cond, reg_write, reg_dst, pc_source, aluSrcB, aluOp, ir_write, zero, address, writedata, opcode);
    control cont(opcode, clk, reset, memread, memwrite, data_not_instr, ir_write, aluSrcA, aluSrcB, mem_to_reg, pc_write, pc_write_cond, pc_source, aluOp, reg_dest, reg_write);
endmodule
`timescale 1ns / 1ps
module regfile(
    input [4:0] read_addr1,
    input [4:0] read_addr2,
    input [4:0] write_addr,
    input [23:0] write_data,
    input clk,
    input write_enable,
    output reg [23:0] read_data1,
    output reg [23:0] read_data2
    );
    reg [23:0] regfile [31:0];
    initial begin
        regfile[0] = 24'b0;
    end
    always @(posedge clk) begin
        if(write_enable == 1) begin
            regfile[write_addr] = write_data;
        end
        read_data1 = regfile[read_addr1];
        read_data2 = regfile[read_addr2];
    end
endmodule
`timescale 1ns / 1ps
module signextend(
    input [7:0] imm,
    output [23:0] immExt
    );
    assign immExt = {{24{imm[7]}}, imm[7:0]};
endmodule
```
**flow/run.sh**
```bash
#!/bin/bash
# OpenROAD 26Q1-2900-gdf79404cd8, Yosys 0.63+post, stock flow scripts
make -C /OpenROAD-flow-scripts/flow DESIGN_CONFIG=/design/flow/config.mk WORK_HOME=/design/flow/orfs finish
```
**flow/config.mk**
```make
export PLATFORM = sky130hd
export DESIGN_NAME = processor
export DESIGN_NICKNAME = processor
export VERILOG_FILES = /design/flow/design.v
export SDC_FILE = /design/flow/constraint.sdc
export NUM_CORES = 4
export LEC_CHECK = 1
export CORE_UTILIZATION = 50
```
**flow/constraint.sdc**
```tcl
current_design processor

set clk_period 8.5
set clk_io_pct 0.2

create_clock -name clk0 -period $clk_period [get_ports {clk}]

set non_clock_inputs [all_inputs -no_clocks]
set_input_delay [expr $clk_period * $clk_io_pct] -clock clk0 $non_clock_inputs
set_output_delay [expr $clk_period * $clk_io_pct] -clock clk0 [all_outputs]
```
==> results_slide.txt <==
Key Metrics from the Run

Detailed routing
  – Vias/cell: around 6
  – Total number of vias: 31400
  – Iteration tally of the first detailed-router pass: 17
  – Drt wl/cell: 26.7 µm
  – Starting DRC count in detailed routing: ~3000
  – Routed wire length: between 100000 and 150000 µm
  – Antenna Violating Nets Remaining: 0
  – DRC viols: 0

Run
  – Count of tool warnings: between 40 and 50
  – Max-cap check violation count: 0

Timing
  – Setup TNS: 0 ns
  – Worst hold margin: between 0.3 and 0.4 ns
  – Slew of the pin with the lowest slew margin: ~0.95 ns
  – Endpoints left unconstrained: 24
  – Fin. Hold Viols: 0
  – Fmax: between 150 and 200 MHz
  – Crit path time final: approximately 5.4 ns
  – Skew final: approximately 0.017 ns
  – Finish-stage setup viols: 0
  – Slew Limit Headroom: ~37%
  – Crit share post-route: between 60% and 70%
  – RSZ-0062 raised after global routing: no
  – Pins over their slew limit: 0
  – Slack of the critical path: 3.06 ns
  – Register pins left without a clock: 24

Layout
  – Top Layout Cells: 912 x dfxtp_1, 546 x a21oi_1, 522 x nor2_1
  – Share of cells above drive strength 1: 10.1%
  – Final cell count without fillers: roughly 5200
  – Largest register FFs: around 770
  – Fin util: 58.2%
  – Layout area overhead: 14.5%
  – Most used logic cell in the final layout: dfxtp_1

Clocking
  – Post-CTS resize count: 0
  – Root Driver: clkbuf_16
  – H-tree depth: 3
  – Maximum clock path buffer count: 3
  – TritonCTS Buffers: approximately 99
  – Postcts setup bufs: 0
  – CTS tree: done
  – Number of hold buffers added after CTS: 0
  – Late-Pin Clk Latency: 0.67 ns
  – Clock transition at the registers of the reported paths: around 0.06 ns

Critical path
  – CP endpoint kind: flop
  – Worst Path Required: between 9 and 10 ns
  – Max FO, Critical Path: 45
  – Worst setup SP type: flop
  – Critical-path top delay cell: o41a_1
  – CP Class: flop to flop
  – CP bufs+invs: 2
  – Critical path's top delay family: AND-OR/OR-AND gates
  – CP cell instances: buf_4 -> mux2i_1 -> ha_1 -> inv_1 -> fa_1 -> a211oi_1 -> o211ai_1 -> a221oi_2 -> o2111ai_1 -> a31oi_1 -> xor2_1 -> a22oi_1 -> nand4_1 -> o41a_1 -> nor4_1 -> mux2_1
  – Crit-path max cell delay: around 0.7 ns
  – Critical Path Start: cont.aluSrcA$_DFFE_PP_
  – Reg2reg start: cont.aluSrcA$_DFFE_PP_
  – Worst Path Arrival: between 5 and 6 ns

Yosys
  – Synthesized instance count: roughly 4200
  – FFs w/ async S/R, synth: 0%
  – YS warnings: 27
  – Yosys synthesis chip area: approximately 37000 µm²
  – Synth flops: 966
  – Yosys cell count: ~4200
  – Post-synth EDFFs: 30
  – Mapped cell area: around 37000 µm²
  – Mean area per synthesized cell: 8.88 µm²
  – Dominant Register Cell: dfxtp_1
  – Cell variety after synth: between 100 and 150

Floorplanning
  – Rows: ~100
  – Core Box Area: between 70000 and 80000 µm²
  – Pre-Place Util: between 50% and 60%
  – I/O pin total: around 63
  – Chip Width: 275 µm
  – Die Area: ~76000 µm²
  – Die Y: around 280 µm

Placed design
  – DP Wirelength: ~80000 µm
  – Setup WS pre-CTS: ~3.1 ns
  – GP Congestion: 0.951
  – # port buffers: roughly 62
  – Cells after DPL: approximately 5000

Global route
  – GRT Overall Usage: roughly two fifths
  – Vias in the first global route: roughly 29000
  – Remaining Overflow, GRT: 0
  – Largest net degree at the start of global routing: roughly 49
  – Initial antenna violation count: 5
  – Global-route wire length before repair: a little under 200000 µm

Outcome
  – Status: completed

Pwr
  – LEAKAGE: ~0.017 µW
  – IR drop worst, VDD: 0.248 mV
  – Pwr/cell area: 366 nW/µm²

Min path
  – Hold Path Class: flop to flop
  – Hold_sp: dp.rf.read_data1[9]$_DFF_P_
routing by layer:
| layer | track usage [%] | vias up | part of all wire [%] |
|---|---|---|---|
| met3 | 10.2 | 316 | 10 |
| met4 | 12.8 | 0 | 4.1 |
| met2 | 55.6 | 1401 | 44 |
| met5 | 0 | - | 0 |
| met1 | 57.1 | 15000 | 42 |
| li1 | - | 14700 | - |
cells in the mapped netlist (20+ instances only):
master	number	area share (%)
buf_1	45	0.45
xnor2_1	21	0.49
nand2_1	383	3.9
dlxtn_1	24	0.97
nand4_1	28	0.47
a32o_1	21	0.56
inv_1	67	0.67
dfxtp_1	912	49
a21oi_1	546	7.3
clkbuf_1	294	3.0
a22oi_1	84	1.7
o21ai_0	328	4.4
mux2i_1	37	0.99
and2_1	43	0.72
o21a_1	25	0.50
nor4_1	30	0.50
nor2_1	552	5.6
edfxtp_1	30	2.4
nor2b_1	23	0.39
a21o_1	20	0.40
nor3_1	32	0.43
a221o_1	34	0.91
a22o_1	187	4.4
ha_1	42	1.4
a2111oi_0	35	0.82
nand3_1	39	0.52
cell families after synthesis:
family,after synthesis,share of synthesized area (%)
buffers and inverters,431,4.71
latches,24,0.967
and+or+nand+nor,1241,14.6
xor gates and xnor gates,31,0.769
DFF,942,51.4
adders and majority gates,45,1.54
AOI/OAI and AO/OA,1436,24.6
muxes,49,1.36
metrics by stage:
step / instance area (µm²) / total power (µW)
finish: 42700 / 15600
global route: 42700 / 16500
CTS: 42700 / 15600
detailed placement: 39100 / 10900
global placement: 39100 / 10800
floorplan: 37300 / 9770
worst paths after layout:
kind | slack [ns] | to | cells past startpoint
worst min-delay path | 0.32 | dp.areg.data[9]$_DFF_P_ | 0
worst max register to register | 3.06 | dp.pc.pcresult[9]$_SDFFE_PP0P_ | 16
worst min register to register | 0.32 | dp.areg.data[9]$_DFF_P_ | 0
worst max-delay path | 3.06 | dp.pc.pcresult[9]$_SDFFE_PP0P_ | 16
area by class of cell:
| class | instances | area, µm² |
|---|---|---|
| clock buffers | 138 | 2870 |
| multi-input cells | 2802 | 16600 |
| inverters | 70 | 265 |
| diodes | 4 | 10.0 |
| fillers | 6359 | 30600 |
| clock inverters | 46 | 701 |
| well taps | 959 | 1200 |
| repair buffers | 179 | 1500 |
| flip-flops and latches | 966 | 19500 |
report_power, final:
group / internal, µW / switching (µW) / total (µW)
Sequential: 6450 / 623 / 7070
Clock: 2830 / 1870 / 4700
Combinational: 1430 / 2410 / 3840
Total: 10700 / 4910 / 15600
Power figures rest on the tool's default switching activity, not on a simulated workload.
